`design/flow/constraint.sdc`:
```
current_design split32_8

set clk_period 1.9
set clk_io_pct 0.2

create_clock -name clk0 -period $clk_period [get_ports {clk}]

set non_clock_inputs [all_inputs -no_clocks]
set_input_delay [expr $clk_period * $clk_io_pct] -clock clk0 $non_clock_inputs
set_output_delay [expr $clk_period * $clk_io_pct] -clock clk0 [all_outputs]
```
`design/flow/design.v`:
```
module split32_8(
    clk,
    rst_n,
    data_in,
    data_in_ready,
    data_out,
    data_out_ready,
    tx_done,
    flag    
);
    input clk;
    input rst_n;
    input [31:0]data_in;
    input data_in_ready;
    output reg [7:0]data_out;
    output reg data_out_ready;
    input tx_done;
    output reg flag;                         
    reg [31:0]data;
    always@(posedge clk or negedge rst_n) begin
        if(!rst_n)
            data = 0;
        else if(data_in_ready)
            data = data_in;
    end
    reg [2:0]cnt;
    always@(posedge clk or negedge rst_n) begin
        if(!rst_n)
            cnt = 0;
        else if(tx_done && cnt == 4)
            cnt = 0;
        else if(data_in_ready)
            cnt = cnt + 1;
        else if(tx_done)
            cnt = cnt + 1;
    end
    always@(posedge clk or negedge rst_n) begin
        if(!rst_n)
            flag = 0;
        else if(tx_done && cnt == 4)
            flag = 1;
        else 
            flag = 0;
    end
    always@(posedge clk or negedge rst_n) begin
        if(!rst_n) begin
            data_out = 0;
            data_out_ready = 0;
        end
        else if(data_in_ready) begin
            data_out = data_in[31:24];
            data_out_ready = 1;
        end
        else if(tx_done) begin
            case(cnt)
                0:  begin data_out = data[31:24]; data_out_ready = 1; end
                1:  begin data_out = data[23:16]; data_out_ready = 1; end
                2:  begin data_out = data[15:8]; data_out_ready = 1; end
                3:  begin data_out = data[7:0]; data_out_ready = 1; end
                default:    data_out_ready = 0;
            endcase
        end
        else 
            data_out_ready = 0;
    end
endmodule
```
`design/flow/run.sh`:
```
#!/bin/bash
# OpenROAD 26Q1-2900-gdf79404cd8, Yosys 0.63+post, stock flow scripts
make -C /OpenROAD-flow-scripts/flow DESIGN_CONFIG=/design/flow/config.mk WORK_HOME=/design/flow/orfs finish
```
`design/flow/config.mk`:
```
export PLATFORM = sky130hd
export DESIGN_NAME = split32_8
export DESIGN_NICKNAME = split32_8
export VERILOG_FILES = /design/flow/design.v
export SDC_FILE = /design/flow/constraint.sdc
export NUM_CORES = 4
export LEC_CHECK = 1
export CORE_UTILIZATION = 50
```
==> reports/qor.csv <==
metric,value,unit
Sink Count,45,
worst vdd ir,0.731,mV
largest net degree at the start of global routing,32,
Area after DPL,2510,µm²
crit path launch type,flip-flop,
status,"finished, final reports clean",
final core occ,0.701,
root buffer cell,clkbuf_8,
Max-Cap Viols,0,
Hold WS,0.515,ns
Synth Seq Share,0.560,
Leak,1.13,nW
cts bufs inserted,5,
clk buf depth,2,
crit path kind,reg -> reg,
Mean Syn Cell Area,12.6,µm²
Avg Vias per Cell,5.55,
Top cell excl fill/tap,dfrtp_1,
Worst-path clk slew,0.08,ns
chip area in the Yosys report,2010,µm²
slew margin rel.,0.712,
Latency at later pin,0.30,ns
Initial Util,0.537,
CP max stage cell,dfrtp_2,
first-iteration detailed-routing DRC count,105,
post-CTS setup buffer count,0,
DRC viols,0,
Yosys Instances,160,
Min-Delay Path Class,in -> async,
CTS HTree Levels,2,
Die Y,65.4,µm
die area,4280,µm²
routability cong.,0.837,
Syn Std Cell Area,2010,µm²
Post-DP HPWL,2.80,mm
Layout area overhead,30.5,%
Port Buffers,45,
Post-synth EDFFs,0,
FP Rows,22,
synthesis warning total,1,
initial antenna violation count,0,
clock tree skew after final layout,0.00299,ns
Core Box Area,3740,µm²
# setup viols final,0,
Reg2Reg Depth,6,
grt total ovfl,0,
worst slew pin tran,0.432,ns
period utilization,0.955,
drt total wl,4.00,mm
Crit path largest cell delay,0.44,ns
final slew viol count,0,
async set-reset flop share out of synthesis,1.00,
io pins,46,
layout cells sized above 1,0.238,
OpenROAD warning count,30,
Final Hold Viols,0,
Crit path arrival time,1.99,ns
flops out of synthesis,45,
Pre-antenna DRT Iters,5,
Max Clock Freq,551,MHz
Cells after Synth,160,
antenna cells,0,
vias post-DR,1433,
CTS tree,yes,
min Tclk post-route,1.81,ns
global-route usage over all layers,0.214,
dominant synthesized flop cell,dfrtp_1,
final instance area,2620,µm²
"critical path, cell by cell",ha_1 > ha_2 > buf_4 > a222oi_1 > a21boi_2 > o221ai_1,
Worst EP required,2.07,ns
Cell variety after synth,27,
first-pass GRT wire length,6.64,mm
wire per inst,15.5,µm
Die Wd,65.4,µm
Crit Path Max Fanout,7,
Routed Antenna Nets,0,
endpoint class of the critical path,flip-flop,
power per cell area,1070,nW/µm²
number of global-route vias before repair,1436,
most numerous logic cells after layout,"44 x dfrtp_1, 43 x clkdlybuf4s50_1, 25 x mux2_2",
# fillers,264,
RSZ-0062 raised after global routing,yes,
## repair_timing
| item | CTS | global route |
|---|---|---|
| hold buffers | 1 | 0 |
| resized | 0 | 7 |
| hold endpoints to repair | 14 | 0 |
| endpoints found under the setup margin | 0 | 8 |
## synthesized netlist by cell type, drive strengths merged, types with 2 or more instances
cell / number / area (µm²)
a21boi: 8 / 60.1
a21oi: 2 / 10.0
a222oi: 8 / 80.1
buf: 7 / 50.0
clkbuf: 4 / 15.0
dfrtp: 45 / 1130
ha: 5 / 62.6
inv: 11 / 41.3
mux2: 25 / 282
nand2: 8 / 30.0
nand2b: 10 / 70.1
nor2b: 3 / 18.8
o21ai: 8 / 40.0
o221ai: 8 / 70.1
or2: 2 / 12.5
## sequential cells by signal (all words and copies together) (netlist names)
register / count
data: 32
cnt: 3
data_out_ready: 1
flag: 1
data_out: 8
## area by class of cell
| class | count | area [µm²] | share of cell area |
|---|---|---|---|
| clock inverters | 3 | 17.5 | 0.00668 |
| multi-input cells | 93 | 792 | 0.302 |
| flip-flops and latches | 45 | 1130 | 0.430 |
| inverters | 11 | 41.3 | 0.0157 |
| repair buffers | 53 | 515 | 0.197 |
| clock buffers | 5 | 68.8 | 0.0262 |
| well taps | 48 | 60.1 | 0.0229 |
## per-layer routing
layer,wire length [µm],global-route usage,vias to the layer above
li1,-,-,675
met1,1810,0.343,693
met2,1800,0.309,55
met3,302,0.0687,10
met4,85,0.0353,0
met5,0,0,-
## final timing paths
path	slack, ns	to	from
max	0.09	data_out[2]	cnt[0]
min	0.52	data[29]	rst_n
max reg2reg	0.09	data_out[2]	cnt[0]
min reg2reg	0.52	data[3]	data[3]
max in group asynchronous	0.82	cnt[0]	rst_n
min in group clk0	0.52	data[3]	data[3]
## critical path: cells and delay by family (launching register included)
family / cells / cell delay (ns)
buffers and inverters: 1 / 0.16
adder cells (fa/ha/maj): 2 / 0.40
flip-flops: 1 / 0.44
AND-OR/OR-AND: 3 / 0.69
## through the flow
stage	worst slack (ns)	instances	total power, mW	setup TNS [ns]
global route	-0.0297	258	2.99	-0.0297
floorplan	0.0923	160	1.80	0
CTS	0.0275	258	2.77	0
finish	0.0860	258	2.79	0
detailed placement	0.0652	249	2.19	0
global placement	0.121	249	2.16	0
## cell families (layout without fill, tap and decap cells)
group | count (synthesis) | count (layout) | synth area share
adder cells (fa/ha/maj) | 5 | 5 | 0.0311
flip-flops | 45 | 45 | 0.560
buffers and inverters | 22 | 72 | 0.0529
AND/OR/NAND/NOR | 26 | 26 | 0.0729
AND-OR/OR-AND | 37 | 37 | 0.143
multiplexers | 25 | 25 | 0.140
## power breakdown
| part | switching (mW) | leakage [nW] | internal (mW) |
|---|---|---|---|
| Clock | 0.319 | 0.0439 | 0.254 |
| Sequential | 0.117 | 0.535 | 1.12 |
| Combinational | 0.430 | 0.556 | 0.553 |
No activity file was given, so power comes from the tool's default toggle rates.
